==> design.v <==
module ALU1bit( Cout, result, input1, input2, ALUop, Cin, Less);
input input1, input2, Cin, Less;
input [2:0] ALUop ;
output Cout, result ;
wire after_xor, after_and1, after_or1, after_and2, after_and3, after_or2 ;
wire not_after_and1, not_after_and3 ; 
wire option_2 ; 
_xor decide_add_or_subtract( after_xor, ALUop[2], input2 ) ;  
and after_xor_and_two_Input( after_and1, input1, after_xor ) ;  
or after_xor_or_two_input( after_or1, after_xor, input1 ) ;  
not after_and1_not_it( not_after_and1, after_and1 ) ;  
and after_not_after_and1( after_and2, not_after_and1, after_or1 ) ;  
and after_after_and2( after_and3, after_and2, Cin ) ;  
not after_and3_not_it( not_after_and3, after_and3 ) ;  
or after_or_after_and2_Cin( after_or2, after_and2, Cin ) ;  
and result_of_addOrsubract( option_2, not_after_and3, after_or2 ) ;  
or result_of_Cout( Cout, after_and1, after_and3 ) ;  
mux4_1 select( result, ALUop[1], ALUop[0], Less, option_2, after_or1, after_and1 ) ;  
endmodule
module ALU32bit( Z, V, Cout, Output, I1, I2, ALUop );
input [31:0] I1, I2 ;
output Z, V, Cout ;
input [2:0] ALUop ;
output [31:0] Output ;
wire [31:0] Couts ;
wire set,set_Cout, set_output, ignore_Cout, ignore_output, Temp_Z ;
ALU1bit for_bit_0( Couts[0], ignore_output, I1[0], I2[0], ALUop, ALUop[2], 1'b0 ) ,  
		  for_bit_1( Couts[1], Output[1], I1[1], I2[1], ALUop, Couts[0], 1'b0 ) ,  
		  for_bit_2( Couts[2], Output[2], I1[2], I2[2], ALUop, Couts[1], 1'b0 ) ,  
		  for_bit_3( Couts[3], Output[3], I1[3], I2[3], ALUop, Couts[2], 1'b0 ) ,
		  for_bit_4( Couts[4], Output[4], I1[4], I2[4], ALUop, Couts[3], 1'b0 ) ,
		  for_bit_5( Couts[5], Output[5], I1[5], I2[5], ALUop, Couts[4], 1'b0 ) ,
		  for_bit_6( Couts[6], Output[6], I1[6], I2[6], ALUop, Couts[5], 1'b0 ) ,
		  for_bit_7( Couts[7], Output[7], I1[7], I2[7], ALUop, Couts[6], 1'b0 ) ,
		  for_bit_8( Couts[8], Output[8], I1[8], I2[8], ALUop, Couts[7], 1'b0 ) ,
		  for_bit_9( Couts[9], Output[9], I1[9], I2[9], ALUop, Couts[8], 1'b0 ) ,
		  for_bit_10( Couts[10], Output[10], I1[10], I2[10], ALUop, Couts[9], 1'b0 ) ,
		  for_bit_11( Couts[11], Output[11], I1[11], I2[11], ALUop, Couts[10], 1'b0 ) ,
		  for_bit_12( Couts[12], Output[12], I1[12], I2[12], ALUop, Couts[11], 1'b0 ) ,
		  for_bit_13( Couts[13], Output[13], I1[13], I2[13], ALUop, Couts[12], 1'b0 ) ,
		  for_bit_14( Couts[14], Output[14], I1[14], I2[14], ALUop, Couts[13], 1'b0 ) ,
		  for_bit_15( Couts[15], Output[15], I1[15], I2[15], ALUop, Couts[14], 1'b0 ) ,
		  for_bit_16( Couts[16], Output[16], I1[16], I2[16], ALUop, Couts[15], 1'b0 ) ,
		  for_bit_17( Couts[17], Output[17], I1[17], I2[17], ALUop, Couts[16], 1'b0 ) ,
		  for_bit_18( Couts[18], Output[18], I1[18], I2[18], ALUop, Couts[17], 1'b0 ) ,
		  for_bit_19( Couts[19], Output[19], I1[19], I2[19], ALUop, Couts[18], 1'b0 ) ,
		  for_bit_20( Couts[20], Output[20], I1[20], I2[20], ALUop, Couts[19], 1'b0 ) ,
		  for_bit_21( Couts[21], Output[21], I1[21], I2[21], ALUop, Couts[20], 1'b0 ) ,
		  for_bit_22( Couts[22], Output[22], I1[22], I2[22], ALUop, Couts[21], 1'b0 ) ,
		  for_bit_23( Couts[23], Output[23], I1[23], I2[23], ALUop, Couts[22], 1'b0 ) ,
		  for_bit_24( Couts[24], Output[24], I1[24], I2[24], ALUop, Couts[23], 1'b0 ) ,
		  for_bit_25( Couts[25], Output[25], I1[25], I2[25], ALUop, Couts[24], 1'b0 ) ,
		  for_bit_26( Couts[26], Output[26], I1[26], I2[26], ALUop, Couts[25], 1'b0 ) ,
		  for_bit_27( Couts[27], Output[27], I1[27], I2[27], ALUop, Couts[26], 1'b0 ) ,
		  for_bit_28( Couts[28], Output[28], I1[28], I2[28], ALUop, Couts[27], 1'b0 ) ,
		  for_bit_29( Couts[29], Output[29], I1[29], I2[29], ALUop, Couts[28], 1'b0 ) ,
		  for_bit_30( Couts[30], Output[30], I1[30], I2[30], ALUop, Couts[29], 1'b0 ) ,
		  for_bit_31( Couts[31], Output[31], I1[31], I2[31], ALUop, Couts[30], 1'b0 ) ;
		  or find_cout32( Cout, 1'b0, Couts[31] ) ;  
		  _xor check_overflow( V, Couts[30], Couts[31] ) ;  
		  ALU1bit for_set_op( set_Cout, set_output, I1[31], I2[31], 3'b110, Couts[30], 1'b0 ) ;  
		  _xor for_set( set, set_output, V ) ;  
		  ALU1bit for_less( ignore_Cout, Output[0], I1[0], I2[0], ALUop, ALUop[2], set ) ;  
		  or or_all_outputs( Temp_Z, Output[0], Output[1], Output[2], Output[3], Output[4], Output[5], Output[6], Output[7] 
						, Output[8], Output[9], Output[10], Output[11], Output[12], Output[13], Output[14], Output[15]
						, Output[16], Output[17], Output[18], Output[19], Output[20], Output[21], Output[22], Output[23] 		
						, Output[24], Output[25], Output[26], Output[27], Output[28], Output[29], Output[30], Output[31]
			 ) ;
			not get_Z( Z, Temp_Z ) ;			
endmodule
module _xor( result, input1, input2);
input input1, input2 ;
output result ;
wire notInput1 , notInput2, result_input1, result_input2 ;
not not_input1( notInput1, input1 ) ;  
not not_input2( notInput2, input2 ) ;  
and before_result1( result_input1, notInput1, input2 ) ;  
and before_result2( result_input2, notInput2, input1 ) ;  
or now_result( result, result_input1, result_input2);   
endmodule
module mux4_1( result, S1, S0, I3, I2, I1, I0);
input I0, I1, I2, I3;
input S0, S1 ;
output result ;
wire not_S1, not_S0 ;
wire and_input0, and_input1, and_input2, and_input3 ;
not notS0( not_S0, S0 ) ;  
not notS1( not_S1, S1 ) ;  
and andInput0( and_input0, not_S1, not_S0, I0 ) ;  
and andInput1( and_input1, not_S1, S0, I1 ) ;   
and andInput2( and_input2, S1, not_S0, I2 ) ;  
and andInput3( and_input3, S1, S0, I3 ) ;   
or create_result( result, and_input0, and_input1, and_input2, and_input3 );  
endmodule
==> run.sh <==
#!/bin/bash
# OpenROAD 26Q1-2900-gdf79404cd8, Yosys 0.63+post, stock flow scripts
make -C /OpenROAD-flow-scripts/flow DESIGN_CONFIG=/design/flow/config.mk WORK_HOME=/design/flow/orfs finish
==> config.mk <==
export PLATFORM = sky130hd
export DESIGN_NAME = ALU32bit
export DESIGN_NICKNAME = ALU32bit
export VERILOG_FILES = /design/flow/design.v
export SDC_FILE = /design/flow/constraint.sdc
export NUM_CORES = 4
export LEC_CHECK = 1
export CORE_UTILIZATION = 30
==> constraint.sdc <==
current_design ALU32bit

set clk_period 16.3
set clk_io_pct 0.2

create_clock -name clk0 -period $clk_period

set non_clock_inputs [all_inputs -no_clocks]
set_input_delay [expr $clk_period * $clk_io_pct] -clock clk0 $non_clock_inputs
set_output_delay [expr $clk_period * $clk_io_pct] -clock clk0 [all_outputs]
==> run notes <==
The run finished, with violations left. The checks that failed: negative setup slack. For this run, design rule violations remaining after detail routing come to 0. Grouping non-sequential cells by family puts the most area in adder cells. Most frequent cell on the critical path: sky130_fd_sc_hd__fa_2.

Before placement the cells fill 31.3% of the core. The run gives 0 um2 for the combined flip-flop and latch cell area. The average size of a mapped cell was 8.05 um2. The port buffer count came out at 102. Top logic cell by instance count in the layout: sky130_fd_sc_hd__clkdlybuf4s50_1. The worst setup path is launched from an input port.

After Yosys synthesis, and, or, nand and nor cells account for 8.02% of the synthesized area. The xor and xnor fraction of the mapped netlist area came out at 10.2%. By startpoint and endpoint, the worst setup path is classified as in -> out. The hold path depth works out to 6. With the chip footprint at 10700 um2, the pin count of the biggest net entering global routing is 48. The final wirelength came out at 6.98 mm. Max-slew check failures listed in the final report amount to 0.

Looking at the max-slew report, the worst-margin pin has a slew of 0.670 ns. The run gives 4.09 for the post-detailed-route via-to-cell ratio. Synthesis produced a netlist whose cell count is 384. The critical path endpoint category was a primary output. Share of layout cells above drive strength 1: 23.7%. The fraction of the mapped netlist area in adder cells came out at 46.0%. The floorplan has 36 rows. The share of cell area taken by muxes after synthesis is 6.92%. The tools report the number of sequential storage elements as 0.

Mean routed wirelength per cell: 11.3 um. The timing report gives the biggest stage delay along the critical path as 0.49 ns. Yosys synthesis warning count: 0. The stage-log warning count came out at 98. In this run the layout overhead on the synthesized area is reported as 43.4%.

Based on the critical path, the design can be clocked at up to 52.7 MHz. The half-perimeter wire length after detailed placement is 5.70 mm. In the layout the commonest cells are sky130_fd_sc_hd__clkdlybuf4s50_1, sky130_fd_sc_hd__inv_1, sky130_fd_sc_hd__ha_1. The pre-antenna-repair detailed-routing pass consisted of 4 iterations. Of the available clock period, the critical path in the final layout requires 116%. The maximum net fanout on the critical path was 2. Per the Yosys statistics, synthesis produced 384 cells. The number of antenna-violating nets in the routed design is 0. The yosys synthesis chip area came out at 3090 um2. Endpoints with negative setup slack in the final report add up to 10. The leakage power came out at 2.20 nW.

After detailed placement, the design holds a cell count of 606. The run gives 34.6 nW/um2 for the power density of the placed cells. The slowest stage of the critical path belongs to the cell sky130_fd_sc_hd__mux4_2. The core area came out at 9860 um2.

For the sequential-to-total area share from yosys stat, the log shows 0%. The smallest setup slack after layout is -2.67 ns, and the clock period minus worst slack is 18.97 ns. On the final layout, the worst hold slack is 7.25 ns. The arrival time of data at the critical path endpoint is 15.71 ns, and the maximum ir drop on the vdd rail is 0.0174 mV. Setup repair after global routing could not meet its margin everywhere. The synthesized netlist contains 22 unique library cells. The final total power was 0.153 mW; the area share of and-or/or-and cells after synthesis was 7.21%. In this run the horizontal extent of the chip is 103 um. The global-route wire length before repair came out at 11.5 mm. In the global route stage, overall resource usage came out at 13.9%. The run gives 102 for the number of primary I/O pins. The type of the worst min-delay path is in -> out. Number of max-capacitance violations reported: 0. The count of antenna diodes in the layout is 0.

After its last routability iteration, the placer logged a weighted congestion of 0.826. For the final routed database, the setup TNS stands at -15.86 ns. Timing analysis after detailed placement gives a worst setup slack of -3.38 ns. The tools report the number of global-route vias before repair as 2506.

Number of clock buffers in the layout: 0. Endpoint required time on the critical path: 13.04 ns. Per the final timing report, the hold violations number 0.

After synthesis the cells add up to 3090 um2. Summed over all layers, the global routing overflow is 0. Detailed placement reports a standard cell area of 4250 um2.

With the cell area after layout at 4430 um2, the violation tally from detailed-route iteration zero is 47. The count of cells in the finished layout, fillers not included, comes to 618. In this run the tightest slew margin relative to its limit is 55.1%. The die is 103 um tall. The count of vias placed by the detailed router was 2530; the fraction of the core area covered by cells at the end of the flow was 44.9%. The run gives 0 for the number of antenna violations at the first check in global routing.
[final cells by class]
| type | count | area, um2 |
|---|---|---|
| fillers | 950 | 5430 |
| inverters | 86 | 323 |
| multi-input cells | 251 | 2590 |
| well taps | 133 | 166 |
| repair buffers | 148 | 1360 |
[synth_stat cells]
master / n / share of area [%]
sky130_fd_sc_hd__fa_1: 31 / 20
sky130_fd_sc_hd__nand2_1: 42 / 5.1
sky130_fd_sc_hd__buf_6: 3 / 1.1
sky130_fd_sc_hd__inv_1: 86 / 10
sky130_fd_sc_hd__nor4_1: 7 / 1.4
sky130_fd_sc_hd__ha_1: 64 / 26
sky130_fd_sc_hd__nor3_2: 1 / 0.32
sky130_fd_sc_hd__mux2_2: 1 / 0.36
sky130_fd_sc_hd__mux2i_1: 18 / 5.8
sky130_fd_sc_hd__buf_8: 1 / 0.49
sky130_fd_sc_hd__o31ai_1: 1 / 0.24
sky130_fd_sc_hd__nand4_1: 2 / 0.40
sky130_fd_sc_hd__xnor2_1: 1 / 0.28
sky130_fd_sc_hd__nor3_1: 1 / 0.16
sky130_fd_sc_hd__buf_2: 7 / 1.1
sky130_fd_sc_hd__o21ai_1: 22 / 3.6
sky130_fd_sc_hd__mux4_2: 1 / 0.73
sky130_fd_sc_hd__xor2_1: 35 / 9.9
sky130_fd_sc_hd__nor2b_1: 3 / 0.61
sky130_fd_sc_hd__clkbuf_1: 2 / 0.24
sky130_fd_sc_hd__o21ai_0: 21 / 3.4
sky130_fd_sc_hd__buf_4: 34 / 8.3
[kinds of logic after synthesis]
group / count (synthesis)
AOI/OAI and AO/OA: 44
and+or+nand+nor: 56
muxes: 20
buffers and inverters: 133
adders and majority gates: 95
xor gates and xnor gates: 36
[repair_timing]
item | 4_1_cts | 5_1_grt
pin swaps | 4 | 1
hold buffers | 0 | 0
endpoints found under the setup margin | 13 | 12
buffers inserted | 12 | 10
hold endpoints to repair | 0 | 0
gates cloned | 0 | 0
gates resized | 59 | 23
[routing by layer]
layer / global-route usage [%] / wire length [um] / up-vias
met4: 0.217 / 12 / 0
met2: 25.5 / 3430 / 56
li1: - / - / 1319
met3: 2.19 / 414 / 2
met1: 18.3 / 3130 / 1153
met5: 0 / 0 / -
[critical path, delay by kind of cell]
kind                       cells  cell delay, ns
adders and majority gates     31           10.67
buffers and inverters          8            0.82
muxes                          2            0.79
xor gates and xnor gates       1            0.15
[power breakdown]
| group | switching, mW | internal (mW) | leakage (nW) | total (mW) |
|---|---|---|---|---|
| sequential | 0 | 0 | 0 | 0 |
| clock | 0 | 0 | 0 | 0 |
| combinational | 0.0661 | 0.0873 | 2.20 | 0.153 |
| total | 0.0661 | 0.0873 | 2.20 | 0.153 |
[path summary, 6_finish.rpt]
path,end,from,slack [ns]
min,Z,I1[0],7.25
max,Output[0],I2[0],-2.67
Power figures rest on the tool's default switching activity, not on a simulated workload.
