### run.sh
#!/bin/bash
# OpenROAD 26Q1-2900-gdf79404cd8, Yosys 0.63+post, stock flow scripts
make -C /OpenROAD-flow-scripts/flow DESIGN_CONFIG=/design/flow/config.mk WORK_HOME=/design/flow/orfs finish
### config.mk
export PLATFORM = sky130hd
export DESIGN_NAME = mux32bit_4_1
export DESIGN_NICKNAME = mux32bit_4_1
export VERILOG_FILES = /design/flow/design.v
export SDC_FILE = /design/flow/constraint.sdc
export NUM_CORES = 4
export LEC_CHECK = 1
export CORE_AREA = 10 10 76 76
export DIE_AREA = 0 0 86 86
### design.v
module mux32bit_4_1( result, S1, S0, I3, I2, I1, I0);
input [31:0] I3, I2, I0, I1 ;
input S0, S1 ;
output [31:0] result ;
mux4_1 output_0( result[0],  S1,  S0, I3[0], I2[0], I1[0], I0[0] ) ; 
mux4_1 output_1( result[1],  S1,  S0, I3[1], I2[1], I1[1], I0[1] ) ; 
mux4_1 output_2( result[2],  S1,  S0, I3[2], I2[2], I1[2], I0[2] ) ; 
mux4_1 output_3( result[3],  S1,  S0, I3[3], I2[3], I1[3], I0[3] ) ;
mux4_1 output_4( result[4],  S1,  S0, I3[4], I2[4], I1[4], I0[4] ) ; 
mux4_1 output_5( result[5],  S1,  S0, I3[5], I2[5], I1[5], I0[5] ) ; 
mux4_1 output_6( result[6],  S1,  S0, I3[6], I2[6], I1[6], I0[6] ) ; 
mux4_1 output_7( result[7],  S1,  S0, I3[7], I2[7], I1[7], I0[7] ) ;
mux4_1 output_8( result[8],  S1,  S0, I3[8], I2[8], I1[8],  I0[8] ) ; 
mux4_1 output_9( result[9],  S1,  S0, I3[9], I2[9], I1[9],  I0[9] ) ; 
mux4_1 output_10( result[10],S1,  S0, I3[10], I2[10], I1[10], I0[10] ) ; 
mux4_1 output_11( result[11],S1,  S0, I3[11], I2[11], I1[11], I0[11] ) ; 
mux4_1 output_12( result[12],S1,  S0, I3[12], I2[12], I1[12], I0[12] ) ; 
mux4_1 output_13( result[13],S1,  S0, I3[13], I2[13], I1[13], I0[13] ) ; 
mux4_1 output_14( result[14],S1,  S0, I3[14], I2[14], I1[14], I0[14] ) ; 
mux4_1 output_15( result[15],S1,  S0, I3[15], I2[15], I1[15], I0[15] ) ;
mux4_1 output_16( result[16],S1,  S0, I3[16], I2[16], I1[16], I0[16] ) ; 
mux4_1 output_17( result[17],S1,  S0, I3[17], I2[17], I1[17], I0[17] ) ; 
mux4_1 output_18( result[18],S1,  S0, I3[18], I2[18], I1[18], I0[18] ) ; 
mux4_1 output_19( result[19],S1,  S0, I3[19], I2[19], I1[19], I0[19] ) ;
mux4_1 output_20( result[20],S1,  S0, I3[20], I2[20], I1[20], I0[20] ) ; 
mux4_1 output_21( result[21],S1,  S0, I3[21], I2[21], I1[21], I0[21] ) ; 
mux4_1 output_22( result[22],S1,  S0, I3[22], I2[22], I1[22], I0[22] ) ; 
mux4_1 output_23( result[23],S1,  S0, I3[23], I2[23], I1[23], I0[23] ) ;
mux4_1 output_24( result[24],S1,  S0, I3[24], I2[24], I1[24], I0[24] ) ; 
mux4_1 output_25( result[25],S1,  S0, I3[25], I2[25], I1[25], I0[25] ) ; 
mux4_1 output_26( result[26],S1,  S0, I3[26], I2[26], I1[26], I0[26] ) ; 
mux4_1 output_27( result[27],S1,  S0, I3[27], I2[27], I1[27], I0[27] ) ; 
mux4_1 output_28( result[28],S1,  S0, I3[28], I2[28], I1[28], I0[28] ) ; 
mux4_1 output_29( result[29],S1,  S0, I3[29], I2[29], I1[29], I0[29] ) ; 
mux4_1 output_30( result[30],S1,  S0, I3[30], I2[30], I1[30], I0[30] ) ; 
mux4_1 output_31( result[31],S1,  S0, I3[31], I2[31], I1[31], I0[31] ) ;  
endmodule
module mux4_1( result, S1, S0, I3, I2, I1, I0);
input I0, I1, I2, I3;
input S0, S1 ;
output result ;
wire not_S1, not_S0 ;
wire and_input0, and_input1, and_input2, and_input3 ;
not notS0( not_S0, S0 ) ;  
not notS1( not_S1, S1 ) ;  
and andInput0( and_input0, not_S1, not_S0, I0 ) ;  
and andInput1( and_input1, not_S1, S0, I1 ) ;   
and andInput2( and_input2, S1, not_S0, I2 ) ;  
and andInput3( and_input3, S1, S0, I3 ) ;   
or create_result( result, and_input0, and_input1, and_input2, and_input3 );  
endmodule
### constraint.sdc
current_design mux32bit_4_1

set clk_period 1.0
set clk_io_pct 0.2

create_clock -name clk0 -period $clk_period

set non_clock_inputs [all_inputs -no_clocks]
set_input_delay [expr $clk_period * $clk_io_pct] -clock clk0 $non_clock_inputs
set_output_delay [expr $clk_period * $clk_io_pct] -clock clk0 [all_outputs]
==> run notes <==
The flow run is done. Footprint of the flip-flops and latches landed at 0 sq um. Yosys printed 0 warnings. Buffers placed on the I/O ports in this run total 162. Across all checked pins, the minimum headroom to the slew limit is 91.1%. According to the timing report, the critical path is launched from S0. Looking at hold timing, the worst path starts from S1. After synthesis, the netlist uses 7 different library cells.

Summing every instance area after synthesis gives about 0.0011 sq mm. Global-route total usage across every layer landed at ~16%. In this run, the synthesized area fraction spent on AND-OR/OR-AND gates is recorded as 0%. Including well taps, the total number of placed cells is roughly 250. Once iteration 0 of detailed routing completed, the report listed 18 DRC markers.

Placed instance area landed at between 0.002 and 0.0025 sq mm. Cell count in the Yosys report landed at roughly 72. Checking hold timing, the worst path is listed with class input pin to output port. The design has 0 sequential cells. In this run the mean area of a mapped cell was 14.7 sq um.

The worst setup path is launched from an input pin. Mean routed wirelength per cell landed at approximately 24 um. The number of maximum-capacitance violations recorded for the run is 0.

Synthesized-area fraction occupied by adder cells landed at 0%. Per the finish-stage timing summary, setup violations number 32. For reference, the top logic cell family by area is multiplexers.

Arrival time of data at the critical path endpoint landed at about 1.1 ns. The main area contributors are sky130_fd_sc_hd__mux4_2 (64%), sky130_fd_sc_hd__buf_4 (23%), sky130_fd_sc_hd__buf_12 (5.7%), sky130_fd_sc_hd__mux4_1 (5.0%), sky130_fd_sc_hd__buf_2 (1.4%). Highest fanout seen on the critical path landed at 6. The critical path endpoint has a required time of roughly 0.8 ns. Entering global routing, the biggest net connects 10 pins. Setup repair after global routing could not meet its margin everywhere. Looking at the setup timing report, the critical path kind is input pin to output port. The wire length recorded after detailed routing is 6.17 mm. For this design, the slowest cell found on the critical path is sky130_fd_sc_hd__mux4_2. Minimum clock period landed at roughly 1.3 ns. The signal on the critical path passes through buf_16 > buf_12 > mux4_2 > buf_6. Sequential cells were found to cover 0% of the synthesized design area.

Number of I/O pins landed at approximately 160. The first detailed-routing pass ran for 3 iterations. Max-slew violation total from the final report landed at 0. Actual transition at the worst max-transition pin landed at 0.133 ns. The worst setup path is captured at an output port. The routed layout reports a DRC error count of 0. The final layout reports a setup TNS of -8.97 ns. The kind of cell with the highest combined delay along the critical path is multiplexers.

Maximum clock rate landed at between 700 and 800 MHz. Final worst setup slack landed at -0.307 ns. Area of the synthesized netlist per yosys stat landed at 0.00106 sq mm. RePlAce ended its routability-driven mode at a weighted congestion of slightly above 0.9.

Share of the core filled with cells landed at between 50% and 60%. Instance count along the most critical hold path landed at 3. Synthesized-area fraction occupied by and/or/nand/nor cells landed at 0%. Final period utilization landed at 131%. The layout has 0 clock buffers.

Pre-CTS setup slack landed at -0.962 ns. Once detail routing completed, the nets flagged for antenna violations numbered 0. For reference, the placement row count at floorplan is 23. Layout overhead on the synthesized area landed at 118%. The floorplan step set the die height to 86 um. Buffers plus inverters on the worst setup path landed at 3. Aggregate global routing overflow landed at 0. Leakage power figure landed at 1.12 nW.

For this block, the via count after detailed routing is approximately 1200. Placeable core area landed at slightly above 0.004 sq mm. Pre-placement core utilization landed at 25.7%. Synthesis produced 72 cells. After synthesis, the most frequently instantiated cells are sky130_fd_sc_hd__buf_4 (32), sky130_fd_sc_hd__mux4_2 (30), sky130_fd_sc_hd__buf_12 (3), sky130_fd_sc_hd__buf_2 (3), sky130_fd_sc_hd__mux4_1 (2). The via count of the first global-routing pass was around 1300. Initial antenna violation count landed at 1. The checks that failed: negative setup slack. The number of warnings reported in the stage logs is 36.

Design area landed at ~0.0023 sq mm. Wire length of the first global-routing pass landed at roughly 8.9 mm. Final standard cell count with taps included and fillers excluded landed at 256. From left edge to right edge, the die measures between 80 and 90 um. The die covers ~0.0074 sq mm. Via density per instance landed at roughly 4.6.

Worst voltage drop across the vdd grid landed at approximately 0.00022 V. The synthesized design spends more area on one cell type than any other, namely sky130_fd_sc_hd__mux4_2. Xor/xnor share of the synthesized area landed at 0%. Fraction of synthesized area in multiplexers landed at between 60% and 70%. The endpoint of the worst hold path is reported as result[12].

The final timing report lists a hold violation count of 0. In the placement report, post-DP HPWL is listed as 5.45 mm. The flow ran to the end, but the final reports show violations. Fraction of synthesized cell area taken by the top area cell type landed at a little under two thirds.

Layout cell share with drive strength beyond 1 landed at around 38%. In the post-synthesis netlist, the cell with the most instances is sky130_fd_sc_hd__buf_4. The report lists the power per cell area as approximately 360 mW/mm^2. Largest stage delay on the critical path landed at ~0.50 ns.
[layout by cell type, fill, tap and decap left out]
| master | count |
|---|---|
| sky130_fd_sc_hd__mux4_2 | 32 |
| sky130_fd_sc_hd__buf_2 | 31 |
| sky130_fd_sc_hd__clkdlybuf4s15_1 | 4 |
| sky130_fd_sc_hd__buf_12 | 2 |
| sky130_fd_sc_hd__buf_6 | 3 |
| sky130_fd_sc_hd__dlygate4sd2_1 | 124 |
| sky130_fd_sc_hd__buf_16 | 5 |
| sky130_fd_sc_hd__buf_4 | 4 |
| sky130_fd_sc_hd__diode_2 | 1 |
[through the flow]
stage | power, mW | hold WS [ns]
after floorplan | 0.468 | 0.673
after global placement | 1.06 | 1.41
after detailed placement | 1.07 | 1.42
after CTS | 0.852 | 0.869
after global routing | 0.911 | 0.884
final | 0.840 | 0.866
[worst max-delay path by stage]
stage                 depth (start not counted)          to
final                                         4  result[30]
after global routing                          4  result[30]
after CTS                                     4   result[0]
[final cells by class]
| type | count | area, sq um |
|---|---|---|
| tap | 50 | 62.6 |
| timing repair buffer | 173 | 1520 |
| fill | 429 | 1810 |
| antenna | 1 | 2.50 |
| multi-input combinational | 32 | 721 |
[tightest hold or removal path, stage by stage]
cell and delay [ns]:
sky130_fd_sc_hd__buf_2 0.13, sky130_fd_sc_hd__mux4_2 0.23, sky130_fd_sc_hd__buf_2 0.10
[kinds of logic (layout without fill, tap and decap cells)]
kind of cell	Yosys count	after routing
other cells	0	1
mux	32	32
buf+inv	40	173
[layer usage]
metal	vias up	share of wire [%]	GRT usage (%)	routed length, um
met4	0	0.23	0	14
met5	-	0	0	0
met3	2	12	7.05	721
met2	93	53	27.8	3260
met1	552	35	19.1	2170
li1	543	-	-	-
[what timing repair did]
item / in CTS / in global routing
hold buffers: 0 / 0
buffers inserted: 1 / 0
endpoints found under the setup margin: 32 / 32
gates cloned: 4 / 0
resized: 254 / 2
[power by group]
part	switching [mW]	leakage, nW	internal, mW
Clock	0	0.00000634	0.000000134
Sequential	0	0	0
Combinational	0.209	1.12	0.630
Total	0.209	1.12	0.630
Power and IR drop assume default switching activity.
