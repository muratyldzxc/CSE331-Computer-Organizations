**design/flow/design.v**
```verilog
module mux2_1( result, S0, I1, I0);
input I0, I1 ;
input S0 ;
output result ;
wire not_S0 ;
wire and_input0, and_input1, not_and_input0, not_and_input1, andAllinput ;
not notS0( not_S0, S0 ) ;  
and andInput0( and_input0, not_S0, I0 ) ;  
and andInput1( and_input1, S0, I1 ) ;   
not notandInput0( not_and_input0, and_input0 ) ;
not notandInput1( not_and_input1, and_input1 ) ;
and andAll( andAllinput, not_and_input0, not_and_input1 ) ;
not create_result( result, andAllinput ) ;
endmodule
module mux32bit_2_1( result, S0, I1, I0);
input [31:0] I0, I1 ;
input S0 ;
output [31:0] result ;
mux2_1 output_0( result[0],    S0, I1[0], I0[0] ) ; 
mux2_1 output_1( result[1],    S0, I1[1], I0[1] ) ; 
mux2_1 output_2( result[2],    S0, I1[2], I0[2] ) ; 
mux2_1 output_3( result[3],    S0, I1[3], I0[3] ) ;
mux2_1 output_4( result[4],    S0, I1[4], I0[4] ) ; 
mux2_1 output_5( result[5],    S0, I1[5], I0[5] ) ; 
mux2_1 output_6( result[6],    S0, I1[6], I0[6] ) ; 
mux2_1 output_7( result[7],    S0, I1[7], I0[7] ) ;
mux2_1 output_8( result[8],    S0, I1[8],  I0[8] ) ; 
mux2_1 output_9( result[9],    S0, I1[9],  I0[9] ) ; 
mux2_1 output_10( result[10],  S0, I1[10], I0[10] ) ; 
mux2_1 output_11( result[11],  S0, I1[11], I0[11] ) ; 
mux2_1 output_12( result[12],  S0, I1[12], I0[12] ) ; 
mux2_1 output_13( result[13],  S0, I1[13], I0[13] ) ; 
mux2_1 output_14( result[14],  S0, I1[14], I0[14] ) ; 
mux2_1 output_15( result[15],  S0, I1[15], I0[15] ) ;
mux2_1 output_16( result[16],  S0, I1[16], I0[16] ) ; 
mux2_1 output_17( result[17],  S0, I1[17], I0[17] ) ; 
mux2_1 output_18( result[18],  S0, I1[18], I0[18] ) ; 
mux2_1 output_19( result[19],  S0, I1[19], I0[19] ) ;
mux2_1 output_20( result[20],  S0, I1[20], I0[20] ) ; 
mux2_1 output_21( result[21],  S0, I1[21], I0[21] ) ; 
mux2_1 output_22( result[22],  S0, I1[22], I0[22] ) ; 
mux2_1 output_23( result[23],  S0, I1[23], I0[23] ) ;
mux2_1 output_24( result[24],  S0, I1[24],  I0[24] ) ; 
mux2_1 output_25( result[25],  S0, I1[25],  I0[25] ) ; 
mux2_1 output_26( result[26],  S0, I1[26], I0[26] ) ; 
mux2_1 output_27( result[27],  S0, I1[27], I0[27] ) ; 
mux2_1 output_28( result[28],  S0, I1[28], I0[28] ) ; 
mux2_1 output_29( result[29],  S0, I1[29], I0[29] ) ; 
mux2_1 output_30( result[30],  S0, I1[30], I0[30] ) ; 
mux2_1 output_31( result[31],  S0, I1[31], I0[31] ) ;  
endmodule
```
**design/flow/run.sh**
```bash
#!/bin/bash
# OpenROAD 26Q1-2900-gdf79404cd8, Yosys 0.63+post, stock flow scripts
make -C /OpenROAD-flow-scripts/flow DESIGN_CONFIG=/design/flow/config.mk WORK_HOME=/design/flow/orfs finish
```
**design/flow/config.mk**
```make
export PLATFORM = sky130hd
export DESIGN_NAME = mux32bit_2_1
export DESIGN_NICKNAME = mux32bit_2_1
export VERILOG_FILES = /design/flow/design.v
export SDC_FILE = /design/flow/constraint.sdc
export NUM_CORES = 4
export LEC_CHECK = 1
export CORE_AREA = 10 10 70 70
export DIE_AREA = 0 0 80 80
```
**design/flow/constraint.sdc**
```tcl
current_design mux32bit_2_1

set clk_period 1.0
set clk_io_pct 0.2

create_clock -name clk0 -period $clk_period

set non_clock_inputs [all_inputs -no_clocks]
set_input_delay [expr $clk_period * $clk_io_pct] -clock clk0 $non_clock_inputs
set_output_delay [expr $clk_period * $clk_io_pct] -clock clk0 [all_outputs]
```
==> impl_metrics.ini <==
; yosys + openroad results
[placement]
gp_congestion = 0.7670
port_buffers = 97
dp.cells = 177
dpl.hpwl_um = 2458

[synth]
ys_seq_share = 0
ys_types = 5
syn_area_sq_um = 784.5
ys_warn_count = 0
yosys_area_sq_um = 784.5
avgSynthCellArea_sq_um = 11.54
netlist_instances = 68
yosysCellCount = 68

[pwr]
irDropWorstVdd_v = 0.0001743
power.leakage_nw = 0.8691
total_power_uw = 589.8
power_density_nw_per_um2 = 383.9

[global_routing]
track_usage = 0.07781
grtUsageMet3 = 0.02500
grt_max_degree = 11
busiest_layer = met2
met2_usage = 0.1461
grt_util_met1 = 0.08767
grt_pass1_vias = 764
antenna_found_initial = 0
grt_overflow_total = 0
grt_pass1_wl_um = 4098

[timing]
worst_slew_pin_slew_ps = 90.75
min_period_ps = 1175
grt_setup_unrepaired = yes
hold_violations = 0
fin_crit_sh = 1.175
maxSlewViolCount = 0
fin_ws_ps = -174.6
finalSetupViolCount = 32
slew_headroom = 0.9395
fmax_mhz = 851.4

[routing]
viasPerCell = 3.745
wire_per_inst_um = 15.14
drc = 0
vias = 689
ant_nets = 0
antennaDiodeCount = 0
drt-total-wl_um = 2785
drt_iter0_markers = 6
dr.pass1.iters = 2

[floorplan]
pin_count = 97
die_height_um = 80
fp.coreArea_sq_um = 3416
initCoreUtil = 0.2297
chipArea_sq_um = 6400
dieWidth_um = 80
num_rows = 21

[hold_path]
whs_path_depth = 3
hp-class = primary input to primary output

[cells_and_area]
most-common-layout-cells = dlygate4sd2_1 (44), mux2_4 (30), buf_6 (16), buf_2 (16), clkdlybuf4s50_1 (12)
clkbuf_count = 0
ff_latch_area_sq_um = 0
drive_gt1_frac = 0.5362
fillCellCount = 347
lay_top_count = dlygate4sd2_1
flops = 0
syn_to_final_growth_pct = 95.85
final_cells = 184

[flow_run]
cap_violations = 0
openroad.warnings = 35

[outcome]
violations = negative setup slack
run_status = finished with violations

[setup_path]
crit_type = primary input to primary output
cp.required_ps = 800
critical_path.max_fanout = 7
cp_data_arrival_time_ps = 970
critPathCaptureType = primary output
worstSetupStartpointType = primary input

[clocking]
cts-hold-fix-buffers = 0
-- timing repair --
action | CTS | global route
setup buffers | 5 | 1
pin swaps | 0 | 0
setup endpoints to repair | 32 | 32
gates cloned | 1 | 0
endpoints found under the hold margin | 0 | 0
resized | 155 | 16
-- power by group --
part / leakage, nW / switching [mW] / total, mW / internal (mW)
clock network: 0 / 0 / 0 / 0
registers: 0 / 0 / 0 / 0
logic: 0.869 / 0.127 / 0.590 / 0.463
total: 0.869 / 0.127 / 0.590 / 0.463
-- final cells by class --
cell class / count / area (sq um) / area share
Multi-Input combinational cell: 32 / 473.0 / 0.3078
Tap cell: 46 / 57.56 / 0.03746
Timing Repair Buffer: 106 / 1006 / 0.6547
-- worst paths after layout --
check,start,to,slack [ps]
worst max-delay path,S0,result[11],-170
worst min-delay path,I1[5],result[5],700
-- layer usage --
layer,wire length [um],share of wire,vias up
met5,0,0,-
met4,0,0,0
met3,283,0.10,0
met2,1408,0.51,43
met1,1093,0.39,304
li1,-,-,342
-- worst max-delay path, cell delays in order --
cell,delay (ps)
buf_12,110
buf_12,120
buf_8,130
mux2_4,290
buf_6,110
-- synth_stat cells --
master,n,area share
buf_6,1,0.014
mux2_2,2,0.029
buf_4,32,0.31
mux2_4,30,0.57
buf_12,3,0.077
-- logic make-up after synthesis --
family,Yosys count,synth area share
buffers and inverters,36,0.3971
muxes,32,0.6029
-- through the flow --
stage / hold slack [ps] / cell area [sq um] / setup TNS (ps) / setup WS (ps) / util
global route: 712.2 / 1536 / -3870 / -201.4 / 0.4498
CTS: 798.6 / 1459 / -3541 / -181.4 / 0.4271
detailed placement: 1311 / 1536 / -15360 / -492.2 / 0.4498
finish: 696.2 / 1536 / -3192 / -174.6 / 0.4498
global placement: 1313 / 1536 / -15220 / -488.8 / 0.4498
floorplan: 590.6 / 905.9 / -1446 / -48.20 / -
Power and IR drop assume default switching activity.
